<file path="design.v">
`timescale 1ns/1ps
module vending_mealy (
    input  wire       clk,
    input  wire       rst,        
    input  wire [1:0] coin,       
    output wire       dispense,   
    output wire       chg5,       
    output wire [1:0] state_present 
);
    localparam [1:0] ST_IDLE = 2'b00,
                     ST_5    = 2'b01,
                     ST_10   = 2'b10,
                     ST_15   = 2'b11;
    reg [1:0] state_present_reg, state_next;
    reg mealy_disp, mealy_chg;
    reg dispense_reg, chg_reg;
    wire coin5  = (coin == 2'b01);
    wire coin10 = (coin == 2'b10);
    always @(*) begin
        state_next = state_present_reg;
        mealy_disp = 1'b0;
        mealy_chg  = 1'b0;
        case (state_present_reg)
            ST_IDLE: begin
                if (coin5)  state_next = ST_5;
                else if (coin10) state_next = ST_10;
            end
            ST_5: begin
                if (coin5)      state_next = ST_10;
                else if (coin10) state_next = ST_15;
            end
            ST_10: begin
                if (coin5)      state_next = ST_15;
                else if (coin10) begin
                    mealy_disp = 1'b1;
                    state_next = ST_IDLE;
                end
            end
            ST_15: begin
                if (coin5) begin
                    mealy_disp = 1'b1;
                    state_next = ST_IDLE;
                end else if (coin10) begin
                    mealy_disp = 1'b1;
                    mealy_chg  = 1'b1;
                    state_next = ST_IDLE;
                end
            end
        endcase
    end
    always @(posedge clk) begin
        if (rst) begin
            state_present_reg <= ST_IDLE;
            dispense_reg      <= 1'b0;
            chg_reg           <= 1'b0;
        end else begin
            state_present_reg <= state_next;
            dispense_reg      <= mealy_disp;
            chg_reg           <= mealy_chg;
        end
    end
    assign dispense      = dispense_reg;
    assign chg5          = chg_reg;
    assign state_present = state_present_reg;
endmodule
</file>
<file path="run.sh">
#!/bin/bash
# OpenROAD 26Q1-2900-gdf79404cd8, Yosys 0.63+post, stock flow scripts
make -C /OpenROAD-flow-scripts/flow DESIGN_CONFIG=/design/flow/config.mk WORK_HOME=/design/flow/orfs finish
</file>
<file path="config.mk">
export PLATFORM = sky130hd
export DESIGN_NAME = vending_mealy
export DESIGN_NICKNAME = vending_mealy
export VERILOG_FILES = /design/flow/design.v
export SDC_FILE = /design/flow/constraint.sdc
export NUM_CORES = 4
export LEC_CHECK = 1
export CORE_AREA = 10 10 70 70
export DIE_AREA = 0 0 80 80
</file>
<file path="constraint.sdc">
current_design vending_mealy

set clk_period 1.8
set clk_io_pct 0.2

create_clock -name clk0 -period $clk_period [get_ports {clk}]

set non_clock_inputs [all_inputs -no_clocks]
set_input_delay [expr $clk_period * $clk_io_pct] -clock clk0 $non_clock_inputs
set_output_delay [expr $clk_period * $clk_io_pct] -clock clk0 [all_outputs]
</file>
==> results.cfg <==
; yosys + openroad results
[clock_tree]
numClockSinks = 4
cts_buffers = 3
cts_max_path_buffers = 2
holdBufCountCts = 0
cts.reportedPaths.clkPinSlew_ns = 0.03
postCtsSetupBuffers = 0
htreeDepth = 1
cts-resized-gates = 0
clk_latency_ns = 0.24
cts_tree = built
root_buffer = clkbuf_4

[detailed_routing]
wl_met3_um = 114
vias = 190
top_layer_used = met3
wl_met2_um = 162
diodes = 0
wl_um = 534
wire_per_inst_um = 6.759
wirelength_met1_um = 258
drc = 0
ant_nets = 0
drtIter0Drc = 16
via_per_inst = 2.405
drt-pass1-iter-count = 6

[critical_path]
critPathArrivalTime_ns = 1.75
path_cells = clkdlybuf4s50_1 -> inv_1 -> ha_1 -> nor2b_1 -> or3_1 -> a21oi_1
setup.worst_path.start_class = input pin
crit_slowest_cell = clkdlybuf4s50_1
path_class = input pin to flip-flop
worst-path-max-fanout = 4
slowest_delay_ns = 0.52
worstPathRequired_ns = 1.96
cp-end-kind = flip-flop

[power]
cellLeakagePower_nw = 0.1357
pwr_density_cell_nw_per_um2 = 697.3
peakVddDrop_v = 0.0001018

[floorplanning]
rows = 21
die_w_um = 80
chipArea_um2 = 6400
io_pins = 8
fp_util = 0.06154
core_area_um2 = 3416
floorplan.die.height_um = 80

[cells_and_area]
final_util = 0.1055
lay_top_cells = clkdlybuf4s50_1 (7), dfxtp_1 (4)
layout_top_cell = clkdlybuf4s50_1
stdcell_count = 79
area_growth_pct = 71.43
fin_area_um2 = 360.3
layout-drive-gt1-share = 0.09091
largest_reg_flops = 2

[timing]
rsz0062_at_grt = false
slew_headroom = 0.8699
fmax_ghz = 0.6314
setup_viol = 0
hold_viol_final = 0
finalCriticalPeriod_ns = 1.584
final_max_slew_viol_count = 0
setup_tns_ns = 0
whs_ns = 0.5531
worst_clock_skew_ns = 0.003394
worstMarginPinSlew_ns = 0.1948
finalCritPeriodShare = 0.8798

[global_routing]
grt_pass1_vias = 202
globalRouteTotalUtil = 0.01762
grt_overflow = 0
grt_pass1_wl_um = 890
grt_antenna_before_repair = 0
grt_max_degree = 8

[logic_synthesis]
yosys_register_bits = 4
ys_area_um2 = 210.2
ys_cells = 23
synth_seq_share = 0.3810
syn_area_um2 = 210.2
yosys_warnings = 1
avgSynthCellArea_um2 = 9.139
syn_inst = 23
synth.distinct_cells = 13

[flow_run]
maxCapViolations = 0
log.warning_count = 27

[placed_design]
place_inst = 76
gp_congestion = 0.7529
portBuffers = 7
place_area_um2 = 337.8

[min_path]
hold_class = flip-flop to flip-flop

[status]
status = completed
-- metal layers --
metal / vias up / global-route usage
met2: 10 / 0.02408
li1: 102 / -
met1: 78 / 0.01800
met5: - / 0
met4: 0 / 0.003521
met3: 0 / 0.01932
-- critical path: cells and delay by family --
kind	cells	cell delay, ns
adder cells (fa/ha/maj)	1	0.21
buffers and inverters	2	0.58
AND-OR/OR-AND	1	0.13
AND/OR/NAND/NOR	2	0.48
-- power by group --
group | internal, mW | switching (mW)
Combinational | 0.0243 | 0.0152
Sequential | 0.0941 | 0.00613
Clock | 0.0746 | 0.0370
-- path summary, 6_finish.rpt --
kind                   startpoint                   end  slack [ns]  cells after the start
max                       coin[1]  state_present_reg[1]        0.22                      6
min          state_present_reg[0]  state_present_reg[0]        0.55                      2
max reg2reg  state_present_reg[0]  state_present_reg[1]        0.80                      3
min reg2reg  state_present_reg[0]  state_present_reg[0]        0.55                      2
-- logic make-up after synthesis --
| group | Yosys count | share of synthesized area |
|---|---|---|
| simple gates | 7 | 0.2203 |
| fa+ha+maj | 3 | 0.1786 |
| compound gates | 5 | 0.1190 |
| mux | 1 | 0.04762 |
| flops | 4 | 0.3810 |
| buf+inv | 3 | 0.05357 |
-- Yosys cell counts, drive strengths merged --
master / count / area, um2
o21ai: 3 / 15.01
nor2: 1 / 3.750
or3: 1 / 6.260
mux2i: 1 / 10.01
nor3b: 1 / 7.510
a21oi: 2 / 10.01
nand3: 1 / 5.000
or2b: 1 / 7.510
ha: 3 / 37.54
dfxtp: 4 / 80.08
inv: 3 / 11.26
and4b: 1 / 10.01
nor2b: 1 / 6.260
-- stage by stage --
stage                     setup slack, ns  power, mW
after global placement            0.06023     0.1375
after CTS                          0.2254     0.2531
after floorplan                    0.5979     0.1174
after global routing               0.1324     0.2651
after detailed placement         -0.01219     0.1405
final                              0.2163     0.2513
-- cell type report --
class	instances	area, um2
Timing Repair Buffer	7	70.07
Tap cell	46	57.56
Sequential cell	4	80.08
Fill cell	402	3055
Inverter	3	11.26
Clock buffer	3	22.52
Multi-Input combinational cell	16	118.9
Power figures rest on the tool's default switching activity, not on a simulated workload.
