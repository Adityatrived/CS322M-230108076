**/design/flow/config.mk**
```make
export PLATFORM = sky130hd
export DESIGN_NAME = seq_detect_mealy
export DESIGN_NICKNAME = seq_detect_mealy
export VERILOG_FILES = /design/flow/design.v
export SDC_FILE = /design/flow/constraint.sdc
export NUM_CORES = 4
export LEC_CHECK = 1
export CORE_AREA = 10 10 70 70
export DIE_AREA = 0 0 80 80
```
**/design/flow/constraint.sdc**
```tcl
current_design seq_detect_mealy

set clk_period 1.2
set clk_io_pct 0.2

create_clock -name clk0 -period $clk_period [get_ports {clk}]

set non_clock_inputs [all_inputs -no_clocks]
set_input_delay [expr $clk_period * $clk_io_pct] -clock clk0 $non_clock_inputs
set_output_delay [expr $clk_period * $clk_io_pct] -clock clk0 [all_outputs]
```
**/design/flow/design.v**
```verilog
module seq_detect_mealy(
    input wire clk,
    input wire rst,         
    input wire din,         
    output reg y            
);
    parameter init   = 2'b00,  
    one   = 2'b01,  
    two  = 2'b10,  
    three = 2'b11;   
    reg [1:0] state_present, state_next;
    always @(posedge clk) begin
        if (rst)
            state_present <= init;
        else
            state_present <= state_next;
        y<=0;
        if(state_present==three && din==1)begin
            y<=1;
        end
    end
    always @(*) begin
        state_next = state_present; 
        case (state_present)
            init: begin
                if (din)
                    state_next = one;
                else
                    state_next = init;
            end
            one: begin
                if (din)
                    state_next = two;
                else
                    state_next = init;
            end
            two: begin
                if (din)
                    state_next = two;
                else
                    state_next = three;
            end
            three: begin
                if (din) begin
                    state_next = one;  
                end else
                    state_next = init;
            end
            default: state_next = init;
        endcase
    end
endmodule
```
**/design/flow/run.sh**
```bash
#!/bin/bash
# OpenROAD 26Q1-2900-gdf79404cd8, Yosys 0.63+post, stock flow scripts
make -C /OpenROAD-flow-scripts/flow DESIGN_CONFIG=/design/flow/config.mk WORK_HOME=/design/flow/orfs finish
```
==> results.tsv <==
stage	metric	value	unit
status	status	complete, no violations	
drt	Avg WL per Cell	4.39	µm
worst_setup_path	WP buf/inv	1	
pwr	Sw Ratio	20.1	%
synthesis	Yosys cell types	6	
global_route	vias in the first global route	116	
synthesis	area fraction in mux cells	0	%
synthesis	Adder-Cell Fraction of Synth Area	0	%
floorplanning	Die Wd	80	µm
pwr	combinational fraction of design power	6.2	%
worst_setup_path	Worst EP required	0.96	ns
worst_setup_path	Reg2Reg Launch Point	state_present[3]	
synthesis	# Cells Yosys	14	
cts	CTS tree	built	
timing	Rel. slew slack	87.3	%
timing	Slew Viols, Final	0	
job	MaxCap Viol Count	0	
timing	final hold vios	0	
drt	Post-Route WL	294	µm
synthesis	Top logic family	simple AND/OR/NAND/NOR gates	
worst_setup_path	WS Path Type	flip-flop to primary output	
placed_design	number of port buffers	3	
worst_hold_path	hold depth	1	
drt	drt drc	0	
worst_setup_path	crit-path leading delay family	flip-flops	
pwr	clock share of power	48.9	%
worst_setup_path	reg2reg setup slack	0.54	ns
cts	CTS clk-pin slew, worst paths	0.04	ns
global_route	initial antenna violation count	0	
timing	Setup Skew	0.00506	ns
timing	Worst Tran Pin Value	0.190	ns
synthesis	compound-gate portion of the synthesized area	7.14	%
drt	number of diodes	0	
synthesis	YS chip area	158	µm²
synthesis	xor+xnor area frac	0	%
worst_setup_path	WP data arrival	0.75	ns
pwr	VDD IR-drop max	0.000299	V
floorplanning	FP Core Util	4.62	%
synthesis	Post-Synthesis Cells	14	
worst_setup_path	crit-path cells	dlygate4sd2_1	
global_route	Overflow after GRT	0	
synthesis	sequential fraction of the synthesis area	63.5	%
worst_hold_path	hold path endpoint	y	
synthesis	Synth flops	5	
job	Log Warnings	25	
finish	Top cells excl fill/tap	nor2_1, dfxtp_1, clkbuf_4, clkdlybuf4s50_1	
cts	CTS Sinks	5	
timing	Post-Route Setup TNS	0	ns
floorplanning	chip height	80	µm
timing	Fmax	1010	MHz
pwr	Leakage	0.0000971	µW
pwr	Sw Pwr	78.7	µW
global_route	GRT Util Overall	1.16	%
floorplanning	Std-Cell Rows	21	
floorplanning	IO Count	4	
timing	final worst-path cycle share	82.9	%
finish	design area	270	µm²
cts	H-tree Lvls	1	
worst_setup_path	Setup crit end kind	primary output	
synthesis	Mean Syn Cell Area	11.3	µm²
floorplanning	Core Box Area	3420	µm²
synthesis	post-synthesis simple-gate area fraction	29.4	%
global_route	largest net degree at the start of global routing	4	
global_route	first-pass GRT wire length	489	µm
timing	final tally of setup violations	0	
drt	Vias	113	
pwr	P_int	313	µW
worst_hold_path	Worst Hold Class	flip-flop to flip-flop	
cts	Clock Path Buffers	2	
worst_setup_path	RR Endpoint	state_present[0]	
synthesis	mapped cell area	158	µm²
timing	unrepaired setup endpoints after global routing	no	
finish	Syn-to-layout area delta	71.4	%
finish	Core Util, Final	7.91	%
drt	1st-pass router iterations	2	
worst_setup_path	Critical Path Fanout Max	1	
cts	Post-CTS Setup Bufs	0	
placed_design	Post-DP Area	245	µm²
floorplanning	DIE AREA	6400	µm²
pwr	Power Density	1450	nW/µm²
pwr	Flop pwr share	44.9	%
finish	share of layout cells above drive strength 1	23.8	%
cts	cts bufs inserted	3	
worst_setup_path	max incr delay on CP	0.29	ns
cts	clk latency late pin	0.24	ns
drt	vias per cell	1.69	
worst_setup_path	slowest CP cell	dfxtp_1	
placed_design	RePlAce Congestion	0.647	
cts	Root Driver	clkbuf_4	
worst_setup_path	Worst setup SP type	flip-flop	
drt	post-route ant nets	0	
synthesis	synth warn	1	
drt	drt first-iter violations	6	
worst_hold_path	min-delay src	state_present[3]	
worst_setup_path	R2R cell count	2	
timing	Min Hold Slack	0.449	ns
timing	min Tclk post-route	0.995	ns
through the flow:
step	std cells	setup WS, ns	power (µW)
2_1_floorplan	14	0.583	191
3_3_place_gp	63	0.0745	202
3_5_place_dp	63	0.0580	203
4_1_cts	67	0.193	397
5_1_grt	67	0.162	419
6_report	67	0.205	392
layout make-up:
cell class / count / area [µm²]
Fill cell: 404 / 3150
Sequential cell: 5 / 100
Multi-Input combinational cell: 9 / 57.6
Tap cell: 46 / 57.6
Timing Repair Buffer: 3 / 28.8
Clock buffer: 4 / 26.3
sequential cells by signal, summed over array words and instances (netlist names):
| signal | flops |
|---|---|
| y | 1 |
| state_present | 4 |
routing by layer:
metal  track usage (%)  routed length (µm)  share of wire, %  vias up
li1                  -                   -                 -       58
met1             0.933                 108                37       49
met2              1.20                  88                30        6
met3              2.27                  97                33        0
met4             0.176                   0                 0        0
met5                 0                   0                 0        -
kinds of logic after synthesis:
logic type / after synthesis
and+or+nand+nor: 8
AOI/OAI and AO/OA: 1
DFF: 5
worst reg2reg max path, stage by stage (launching register included):
cell      delay (ns)
dfxtp_1         0.30
nor2_1          0.18
a21boi_2        0.07
cell usage after synthesis:
master	number	area (µm²)
nor3b_1	1	7.51
a21boi_2	1	11.3
nor2_1	5	18.8
and2_1	1	6.26
dfxtp_1	5	100
nand2b_4	1	13.8
power by group through the flow:
stage                 registers [µW]  clock network [µW]  logic [µW]
final                            176                 191        24.2
after global routing             176                 216        27.2
after CTS                        176                 197        24.3
worst max path at each step:
stage | startpoint | endpoint | depth (start not counted)
4_1_cts | y | y | 1
6_report | y | y | 1
5_1_grt | y | y | 1
repair_timing:
item / in CTS / in global routing
endpoints found under the setup margin: 1 / 0
gates resized: 1 / 0
hold buffers: 0 / 0
Power and IR drop assume default switching activity.
