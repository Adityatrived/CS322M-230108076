==> ./design.v <==
module traffic_light(
    input  wire clk,
    input  wire rst,
    input  wire tick,
    output wire ns_g,
    output wire ns_y,
    output wire ns_r,
    output wire ew_g,
    output wire ew_y,
    output wire ew_r
);
    parameter NS_GREEN  = 2'd0,
              NS_YELLOW = 2'd1,
              EW_GREEN  = 2'd2,
              EW_YELLOW = 2'd3;
    reg [1:0] state_present, state_next;
    parameter D_NS_GREEN  = 5,
              D_NS_YELLOW = 2,
              D_EW_GREEN  = 5,
              D_EW_YELLOW = 2;
    reg [2:0] phase_cnt_present, phase_cnt_next;
    always @(*) begin
        state_next      = state_present;
        phase_cnt_next  = phase_cnt_present;
        if (tick) begin
            case (state_present)
                NS_GREEN: begin
                    if (phase_cnt_present == D_NS_GREEN-1) begin
                        state_next     = NS_YELLOW;
                        phase_cnt_next = 0;
                    end else begin
                        phase_cnt_next = phase_cnt_present + 1;
                    end
                end
                NS_YELLOW: begin
                    if (phase_cnt_present == D_NS_YELLOW-1) begin
                        state_next     = EW_GREEN;
                        phase_cnt_next = 0;
                    end else begin
                        phase_cnt_next = phase_cnt_present + 1;
                    end
                end
                EW_GREEN: begin
                    if (phase_cnt_present == D_EW_GREEN-1) begin
                        state_next     = EW_YELLOW;
                        phase_cnt_next = 0;
                    end else begin
                        phase_cnt_next = phase_cnt_present + 1;
                    end
                end
                EW_YELLOW: begin
                    if (phase_cnt_present == D_EW_YELLOW-1) begin
                        state_next     = NS_GREEN;
                        phase_cnt_next = 0;
                    end else begin
                        phase_cnt_next = phase_cnt_present + 1;
                    end
                end
            endcase
        end
    end
    always @(posedge clk) begin
        if (rst) begin
            state_present     <= NS_GREEN;
            phase_cnt_present <= 0;
        end else begin
            state_present     <= state_next;
            phase_cnt_present <= phase_cnt_next;
        end
    end
    assign ns_g = (state_present == NS_GREEN);
    assign ns_y = (state_present == NS_YELLOW);
    assign ns_r = ~(ns_g | ns_y);
    assign ew_g = (state_present == EW_GREEN);
    assign ew_y = (state_present == EW_YELLOW);
    assign ew_r = ~(ew_g | ew_y);
endmodule
==> ./run.sh <==
#!/bin/bash
# OpenROAD 26Q1-2900-gdf79404cd8, Yosys 0.63+post, stock flow scripts
make -C /OpenROAD-flow-scripts/flow DESIGN_CONFIG=/design/flow/config.mk WORK_HOME=/design/flow/orfs finish
==> ./config.mk <==
export PLATFORM = sky130hd
export DESIGN_NAME = traffic_light
export DESIGN_NICKNAME = traffic_light
export VERILOG_FILES = /design/flow/design.v
export SDC_FILE = /design/flow/constraint.sdc
export NUM_CORES = 4
export LEC_CHECK = 1
export CORE_AREA = 10 10 70 70
export DIE_AREA = 0 0 80 80
==> ./constraint.sdc <==
current_design traffic_light

set clk_period 2.2
set clk_io_pct 0.2

create_clock -name clk0 -period $clk_period [get_ports {clk}]

set non_clock_inputs [all_inputs -no_clocks]
set_input_delay [expr $clk_period * $clk_io_pct] -clock clk0 $non_clock_inputs
set_output_delay [expr $clk_period * $clk_io_pct] -clock clk0 [all_outputs]
==> Flow_metrics.wiki <==
== Metrics ==
{| class="wikitable"
! Metric !! Value
|-
| Number of standard cells after synthesis || 40
|-
| Leakage power || 0.176 nW
|-
| Async SR Flop Fraction || 0%
|-
| Mapped Area || 368 um2
|-
| Clock transition at path regs || 0.05 ns
|-
| Worst Hold Slack || 0.542 ns
|-
| Residual antenna-violating net count after detailed routing || 0
|-
| Setup repair after global routing missed its margin || false
|-
| Final cell count without fillers || 96
|-
| Cells taking the most area after synthesis || dfxtp_1, ha_1, a22oi_1
|-
| Final max-slew violation count || 0
|-
| Most numerous cell in the Yosys netlist || dfxtp_1
|-
| Wire length per cell || 9.03 um
|-
| Min-Delay Path Depth || 2
|-
| Clock tree from TritonCTS || built
|-
| Via Count || 320
|-
| Type of the worst setup path || flip-flop to output pin
|-
| FMAX || 595 MHz
|-
| Clock Sink Count || 7
|-
| Worst-margin pin slew || 0.435 ns
|-
| Tally of OpenROAD warnings || 27
|-
| CP required || 1.76 ns
|-
| Layout overhead on the synthesized area || 40.1%
|-
| Fin crit share || 76.3%
|-
| Count of hold buffers inserted by post-cts repair || 0
|-
| Count of cells along the worst register-to-register path || 5
|-
| Iteration-0 DRC Markers || 10
|-
| Post-synth seq share || 38.1%
|-
| Post-cts repair resize count || 0
|-
| Global-route wire length before repair || 1.57 mm
|-
| Outcome || completed
|-
| Biggest area consumer among synthesized cells || dfxtp_1
|-
| Cell type of the slowest stage on the worst timing path || clkdlybuf4s50_1
|-
| Largest type area fraction || 38.1%
|-
| Post-route minimum period || 1.68 ns
|-
| Startpoint class of the critical path || flip-flop
|-
| Primary FF master, synth || dfxtp_1
|-
| FP Util || 10.8%
|-
| Worst Setup End Kind || output pin
|-
| Detailed Route WL || 867 um
|-
| Distinct cells, synth || 20
|-
| Buffer depth of the longest clock path || 2
|-
| Standard-cell rows || 21
|-
| Vertical die dimension || 80 um
|-
| Ordered cell list for the critical path || clkdlybuf4s50_1
|-
| Worst path max stage delay || 0.53 ns
|-
| Proportion of layout cells with a drive suffix above 1 || 8.00%
|-
| DRC || 0
|-
| Clk Tree Root Cell || clkbuf_4
|-
| Number of antenna violations at the first check in global routing || 0
|-
| Crit path depth || 1
|-
| Inserted Clock Buffers || 3
|-
| GRT Overall Usage || 2.88%
|-
| Worst IR drop on VDD || 352 uV
|-
| Total power per unit cell area || 536 mW/mm2
|-
| Vias in the first global route || 349
|-
| Yosys cell count || 40
|-
| Maximum level of the CTS H-tree || 1
|-
| Number of inserted filler cells in the final layout || 392
|-
| Pin count of the biggest net entering global routing || 11
|-
| Number of maximum-capacitance violations || 0
|-
| Worst endpoint data arrival time || 1.24 ns
|-
| Setup violators final || 0
|-
| Syn. warnings || 1
|-
| Min-Delay Path Class || flip-flop to flip-flop
|-
| Fin. Hold Viols || 0
|-
| Source-to-sink clock delay at the later pin of the worst-skew pair || 0.25 ns
|-
| Critical path buffers and inverters || 1
|-
| Number of top-level pins || 9
|-
| Post-DP HPWL || 667 um
|-
| Crit path max fanout || 7
|-
| Aggregate global routing overflow || 0
|-
| Number of detailed-routing iterations run before antenna repair || 3
|-
| Input/output buffers || 8
|-
| Synthesized area per cell || 9.20 um2
|-
| Overall power || 0.276 mW
|-
| Total negative slack for setup checks || 0 ns
|-
| Flip-flops with a built-in enable || 0
|-
| Relative slew margins || 70.9%
|-
| Diode count || 0
|-
| Most common library cells after synthesis || dfxtp_1, nor2_1
|-
| Number of cells in the design after placement || 92
|-
| Final weighted congestion in routability-driven placement || 0.686
|-
| Dominant delay contributor by cell family on the critical path || buffers and inverters
|-
| Placeable core region || 0.00342 mm2
|-
| Area of the die || 0.00640 mm2
|-
| Buffers inserted by post-CTS timing repair || 0
|-
| Chip width || 80 um
|-
| Skew final || 0.00839 ns
|-
| Number of storage elements in the synthesis netlist || 7
|-
| Vias per std cell || 3.33
|-
| Area figure in the yosys stat output || 368 um2
|}
-- cells in the final DEF, fill, tap and decap left out, drive strengths merged --
cell type	netlist	routed
a21oi	1	1
a221o	1	1
a22oi	3	3
and3	1	1
and3b	1	1
clkbuf	1	4
clkdlybuf4s50	0	8
dfxtp	7	7
ha	3	3
inv	2	2
nand2	3	3
nand2b	1	1
nand3	1	1
nand3b	3	3
nor2	5	5
o21ai	1	1
o22ai	1	1
o311ai	1	1
o32ai	2	2
or3b	1	1
-- per-stage QoR --
stage	setup slack, ns	utilization (%)	cell area (um2)
6_report	0.520	15.1	515
5_1_grt	0.432	15.1	515
4_1_cts	0.512	15.1	515
3_5_place_dp	0.459	14.3	489
3_3_place_gp	0.529	14.3	489
2_1_floorplan	1.00	-	368
-- cell families after synthesis --
| family | after synthesis | synth area share, % |
|---|---|---|
| flops | 7 | 38.1 |
| buf+inv | 4 | 6.46 |
| fa+ha+maj | 3 | 10.2 |
| simple gates | 16 | 23.8 |
| compound gates | 10 | 21.4 |
-- worst paths after layout --
| path | start | endpoint | slack (ns) |
|---|---|---|---|
| worst max-delay path | state_present[3]$_DFF_P_ | ew_y | 0.52 |
| worst min-delay path | phase_cnt_present[1]$_SDFFE_PP0P_ | phase_cnt_present[1]$_SDFFE_PP0P_ | 0.54 |
| worst max register to register | phase_cnt_present[0]$_SDFFE_PP0P_ | phase_cnt_present[0]$_SDFFE_PP0P_ | 0.80 |
| worst min register to register | phase_cnt_present[1]$_SDFFE_PP0P_ | phase_cnt_present[1]$_SDFFE_PP0P_ | 0.54 |
-- tightest hold or removal path, stage by stage, from the launching register on --
cell and delay (ns):
dfxtp_1 0.31, inv_1 0.09, o32ai_1 0.09
-- power breakdown --
part	total [mW]	switching (mW)	internal (mW)
clock network	0.114	0.0453	0.0691
logic	0.0281	0.0156	0.0125
registers	0.134	0.00319	0.131
total	0.276	0.0641	0.212
-- registers in the layout, summed over array words and instances, names as in the netlist --
name	flops
phase_cnt_present	3
state_present	4
-- area by class of cell --
type                            count  area (um2)  area share (%)
Multi-Input combinational cell     29         204            39.6
Sequential cell                     7         140            27.2
Timing Repair Buffer                8        80.1            15.5
Tap cell                           46        57.6            11.2
Clock buffer                        4        26.3            5.10
Inverter                            2        7.51            1.46
-- metal layers --
layer,routed length [um],global-route usage [%],up-vias
met5,0,0,-
met4,0,0,0
met3,102,1.59,0
met2,293,4.01,11
met1,471,4.03,142
li1,-,-,167
Power is estimated from default activity; no workload was simulated.
